===== ./config.mk =====
export PLATFORM = sky130hd
export DESIGN_NAME = uart
export DESIGN_NICKNAME = uart
export VERILOG_FILES = /design/flow/design.v
export SDC_FILE = /design/flow/constraint.sdc
export NUM_CORES = 4
export LEC_CHECK = 1
export CORE_UTILIZATION = 50

===== ./design.v =====
`timescale 1ns / 1ps
module uart#(
    parameter DATA_WIDTH = 8,
    parameter baud_rate = 9600,
    parameter clk_freq  = 50000000
)
(
    input wire clk,              
    input wire rst,              
    input wire [DATA_WIDTH-1:0] data_in, 
    input wire valid_tx,   
    output wire send,                
    output wire data_tx,         
    output wire [DATA_WIDTH-1:0] data_out, 
    output wire receive,         
    output wire error,           
    output wire tx_done          
);
    wire serial_data; 
    uart_tx #(
        .DATA_WIDTH(DATA_WIDTH),
        .baud_rate(baud_rate),
        .clk_freq(clk_freq)
    ) 
    uart_tx_inst (
        .clk(clk),
        .rst(rst),
        .data_in(data_in),
        .valid(valid_tx),
        .send(send),
        .data_tx(serial_data),
        .tx_done(tx_done)
    );
    uart_rx #(
        .DATA_WIDTH(DATA_WIDTH),
        .baud_rate(baud_rate),
        .clk_freq(clk_freq)
    ) uart_rx_inst (
        .clk(clk),
        .rst(rst),
        .data_rx(serial_data),
        .data_out(data_out),
        .receive(receive),
        .error(error)
    );
endmodule
`timescale 1ns / 1ps
module uart_br
#(
parameter baud_rate = 9600,
parameter clk_freq  = 50000000  
)
(
 input wire rst,
 input wire clk,
 output reg baud_clk
);
integer clock_tick = (clk_freq + baud_rate - 1) / baud_rate;  
integer count=0;
always @(posedge clk or posedge rst) begin  
    if (rst) begin
        count<=0;
        baud_clk<=0;
    end else begin
        if (count==clock_tick) begin
            baud_clk<=~baud_clk;
            count<=0;   
        end else begin
            count<=count+1;
            baud_clk<=baud_clk;
        end          
    end 
end
endmodule
`timescale 1ns / 1ps
module uart_piso #(
    parameter DATA_WIDTH = 8
)
( 
input wire baud_clk,
input wire rst,
input wire [DATA_WIDTH-1:0] data_in,
input wire valid_tx,
output reg send,
output reg data_tx,
output reg tx_done
);
reg [DATA_WIDTH+1:0] shift_reg;
reg [$clog2(DATA_WIDTH+2)-1:0] bit_count;
always @(posedge baud_clk or posedge rst) begin
    if (rst)begin
    bit_count<=0;
    send<=0;
    data_tx <= 1'b1;  
    end else if (valid_tx && !send) begin
        shift_reg<={^data_in, data_in,1'b0};  
        bit_count<=0;
        send<=1;
        tx_done<=0;
    end else if (send) begin 
        data_tx<=shift_reg[0];
        shift_reg<=shift_reg >> 1;
        bit_count<=bit_count+1;
        if (bit_count==DATA_WIDTH+2) begin
            send<=0;
            tx_done <= 1;
            data_tx <= 1'b1;   
        end else begin
            tx_done <=0;
        end
    end
end
endmodule
`timescale 1ns / 1ps
module uart_rx #(
parameter DATA_WIDTH = 8,
parameter baud_rate = 9600,
parameter clk_freq  = 50000000
)
(
    input wire clk,
    input wire rst,
    input wire data_rx,
    output wire [DATA_WIDTH-1:0] data_out,
    output wire receive,
    output wire error
);
wire baud_clk_rx;
uart_br #(
    .baud_rate(baud_rate),
    .clk_freq(clk_freq)
)
uart_br_rx(
    .rst(rst),
    .clk(clk),
    .baud_clk(baud_clk_rx)
);
uart_sipo #(
    .DATA_WIDTH(DATA_WIDTH)
)
uart_sipo_inst(
    .baud_clk(baud_clk_rx),
    .rst(rst),
    .data_in(data_rx),
    .data_out(data_out),
    .receive(receive),
    .error(error)
);
endmodule
`timescale 1ns / 1ps
module uart_sipo #(
    parameter DATA_WIDTH = 8
)
(
input wire baud_clk,
input wire rst,
input wire data_in,
output reg [DATA_WIDTH-1:0] data_out,
output reg receive,
output reg error
);
reg [DATA_WIDTH+1:0] shift;
reg [$clog2(DATA_WIDTH+2)-1:0] bit_count;
always @(posedge baud_clk or posedge rst) begin
    if (rst) begin
        data_out<=0;
        receive<=0;
        error<=0;
        bit_count<=0;
        shift<=0;
    end else begin 
        if (receive) begin
            shift <= {data_in, shift[DATA_WIDTH+1:1]};
            bit_count<= bit_count+1;
            if (bit_count==DATA_WIDTH + 1) begin
                if (shift[0] == 1'b0 && shift[DATA_WIDTH+1] == ^shift[DATA_WIDTH:1]) begin
                    data_out<=shift[DATA_WIDTH:1];
                    receive<=0;
                    error<=0; 
                    bit_count<=0;
                end else begin
                    error<=1;
                end
            end
        end else begin
            if (data_in == 0) begin
                receive <= 1;   
                shift <= 0;     
                bit_count <= 0;
            end
        end
    end
end
endmodule
module uart_tx #(
parameter DATA_WIDTH = 8,
parameter baud_rate = 9600,
parameter clk_freq  = 50000000
)
(
    input wire clk,
    input wire rst,
    input wire [DATA_WIDTH-1:0] data_in,
    input wire valid,
    output wire send, 
    output wire data_tx,
    output wire tx_done
);
wire baud_clk_tx;
uart_br #(
    .baud_rate(baud_rate),
    .clk_freq(clk_freq)
)
uart_br_tx(
    .rst(rst),
    .clk(clk),
    .baud_clk(baud_clk_tx)
);
uart_piso #(
    .DATA_WIDTH(DATA_WIDTH)
)
uart_piso_inst(
    .baud_clk(baud_clk_tx),
    .rst(rst),
    .data_in(data_in),
    .valid_tx(valid),
    .send(send),
    .data_tx(data_tx),
    .tx_done(tx_done)
);
endmodule

===== ./constraint.sdc =====
current_design uart

set clk_period 5.1
set clk_io_pct 0.2

create_clock -name clk0 -period $clk_period [get_ports {clk}]

set non_clock_inputs [all_inputs -no_clocks]
set_input_delay [expr $clk_period * $clk_io_pct] -clock clk0 $non_clock_inputs
set_output_delay [expr $clk_period * $clk_io_pct] -clock clk0 [all_outputs]

===== ./run.sh =====
#!/bin/bash
# OpenROAD 26Q1-2900-gdf79404cd8, Yosys 0.63+post, stock flow scripts
make -C /OpenROAD-flow-scripts/flow DESIGN_CONFIG=/design/flow/config.mk WORK_HOME=/design/flow/orfs finish

==> out/qor.yml <==
worst_setup_path:
  cp_slowest_stage_delay_ns: 0.60
  cp_num_buf_inv: 3
  crit_arrival_ns: 2.58
  start_kind: "primary input"
  critPathTopFamily: "buffers and inverters"
  cp_max_fo: 50
  crit_type: "primary input to asynchronous set/reset pin"
  crit_path_cell_trace: "clkdlybuf4s50_1 -> inv_4 -> buf_4"
  cp-end-kind: "asynchronous set/reset pin"
  required_ns: 5.53
  cp_slowest_cell: "buf_4"
clocking:
  numCtsBuffers: 9
  clock_latency_ns: 0.34
  cts_tree: "yes"
  postCtsSetupRepairBufs: 0
  ctsResizeCount: 0
  cts_max_level: 3
  clk_pin_slew_worst_paths_ns: 0.07
  cts_buffer_depth: 2
  cts.hold.buffers_added: 0
  cts_root_buffer: "clkbuf_8"
synth:
  synth_area_um2: 5015
  synthTopCellsByArea: "dfrtp_1 (47%), xnor2_1 (9.1%), edfxtp_1 (6.6%)"
  flop_cell: "dfrtp_1"
  largest_area_cell: "dfrtp_1"
  yosys_warnings: 4
  ys_seq_share_pct: 54.52
  edf_count: 11
  syn_inst: 448
  ys_area_um2: 5015
  ys.flops: 107
  async_flop_share_pct: 89.72
  ys_cells: 448
  avgSynthCellArea_um2: 11.19
  synth_top_area_share_pct: 47.41
  yosysUniqueCellTypes: 41
outcome:
  status: "completed"
drt:
  avgRoutedWirePerCell_um: 13.18
  ant_nets: 0
  drt_wl_total_um: 8064
  drt-vias-per-instance: 5.261
  wl_met3_um: 197
  drc: 0
  first_pass_iters: 4
  num_vias: 3220
  met1_length_um: 4227
  drtIter0Drc: 116
  wl_met2_um: 3528
  top_layer_used: "met4"
  antenna_cells: 0
floorplan:
  core.rowCount: 36
  core_um2: 9729
  die_h_um: 102.1
  dieWidth_um: 102.1
  die_area_um2: 10430
  ios: 24
  fp-utilization_pct: 51.54
sta:
  setup_violations: 0
  rsz0062_at_grt: "false"
  unclocked_regs: 41
  min_period_ns: 2.152
  worstMarginPinSlew_ns: 0.8303
  min_period_over_period_pct: 42.20
  relSlewSlack_pct: 44.54
  finalHoldViolCount: 0
  untimed_endpoints: 64
  fin_ws_ns: 2.948
  slew_viol_final: 0
  tns_ns: 0
  finClkSkew_ns: 0.007226
  fmax_mhz: 464.6
layout:
  drive_gt1_share_pct: 8.768
  lay_top_cells: "dfrtp_1 (95), xnor2_1 (52), nand2_1 (48)"
  layout_top_cell: "dfrtp_1"
  final_area_um2: 5572
  top_regs: "uart_rx_inst.uart_br_rx.count x32, uart_tx_inst.uart_br_tx.count x32"
  fillers: 835
  final_core_util_pct: 57.27
  area_delta_synth_final_pct: 11.10
pwr:
  netSwitchingFraction_pct: 21.65
  seq_power_share_pct: 54.5
  p_leak_nw: 2.412
  power.density_nw_per_um2: 172.7
  p_clk_share_pct: 41.7
  power_frac_comb_pct: 3.8
  switching_power_uw: 208.4
  max-vdd-ir-drop_uv: 146.7
  p_int_uw: 754.0
place:
  io_buffers: 22
  preCtsSetupSlack_ns: 2.472
  routabilityCongestion: 0.7960
  place_area_um2: 5389
  hpwl_um: 5548
run:
  drv_cap: 0
  warning_count: 29
grt:
  grt_max_degree: 51
  antenna_found_initial: 0
  gr-usage-all-layers_pct: 17.33
  grt_pass1_wl_um: 13960
  grt_pass1_vias: 3034
  globalRoute.totalOverflow: 0
worst_hold_path:
  hp-class: "register to register"
logic make-up (layout without fill, tap and decap cells):
group	Yosys count	in the layout	synth area share, %
other	1	1	0.07478
AND-OR/OR-AND	22	22	2.295
adder cells (fa/ha/maj)	8	8	1.996
flip-flops	107	107	54.52
AND/OR/NAND/NOR	192	192	20.68
multiplexers	18	18	4.241
buffers and inverters	22	53	1.722
XOR/XNOR	78	78	14.47
power by group through the flow:
stage                 Clock [mW]  Combinational, mW  Sequential, mW
after global routing       0.434             0.0417           0.524
after CTS                  0.413             0.0383           0.524
final                      0.401             0.0364           0.525
metal layers:
metal | GRT usage (%) | up-vias
met5 | 0 | -
met4 | 2.198 | 0
met3 | 2.503 | 10
met2 | 25.71 | 39
met1 | 29.73 | 1566
li1 | - | 1605
through the flow:
stage               std cells  total power, mW  hold slack (ns)
floorplan                 448           0.5567           0.4426
global placement          596           0.5726           0.4544
detailed placement        596           0.5723           0.4593
CTS                       612           0.9758           0.4726
global route              612           0.9995           0.5020
finish                    612           0.9623           0.4709
final timing paths:
kind                                                        startpoint                                      endpoint  slack, ns  depth (start not counted)
hold / removal             uart_tx_inst.uart_br_tx.count[31]$_DFF_PP0_   uart_tx_inst.uart_br_tx.count[31]$_DFF_PP0_       0.47                          1
setup reg to reg           uart_rx_inst.uart_br_rx.count[20]$_DFF_PP0_  uart_rx_inst.uart_br_rx.baud_clk$_DFFE_PP0N_       3.09                          4
min in group asynchronous                                          rst   uart_tx_inst.uart_br_tx.count[28]$_DFF_PP0_       1.14                          2
max in group clk0          uart_rx_inst.uart_br_rx.count[20]$_DFF_PP0_  uart_rx_inst.uart_br_rx.baud_clk$_DFFE_PP0N_       3.09                          4
setup / recovery                                                   rst    uart_rx_inst.uart_br_rx.count[2]$_DFF_PP0_       2.95                          3
hold reg to reg            uart_tx_inst.uart_br_tx.count[31]$_DFF_PP0_   uart_tx_inst.uart_br_tx.count[31]$_DFF_PP0_       0.47                          1
synthesized netlist by cell type (2+ instances only):
master and count:
mux2_2 16, nor4b_1 9, a21oi_1 3, and2_1 8
nand2b_1 2, xnor2_1 52, nand4_1 20, nand3_1 25
nor2b_1 4, nor3_1 12, and4_1 10, xor2_1 23
nor2_1 30, ha_1 8, nor4_1 7, xnor3_1 2
inv_1 11, and3_1 8, clkbuf_1 8, nand2_1 48
edfxtp_1 11, o21ai_0 17, dfrtp_1 95, buf_1 2
worst register-to-register path: stages, from the launching register on:
cell and delay (ns):
dfrtp_1 0.42, or4_1 0.52, or4_4 0.44, nor3_4 0.38, xor2_1 0.11
final cells by class:
cell class,count,area [um2],share of cell area [%]
Clock buffer,14,172.7,3.099
Sequential cell,107,2734,49.07
Multi-Input combinational cell,319,2195,39.39
Clock inverter,2,10.01,0.1797
Inverter,11,43.79,0.7860
Timing Repair Buffer,26,250.2,4.491
Tap cell,133,166.4,2.987
Power is estimated from default activity; no workload was simulated.
